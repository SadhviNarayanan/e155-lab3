<file path="flow/run.sh">
#!/bin/bash
# OpenROAD 26Q1-2900-gdf79404cd8, Yosys 0.63+post, stock flow scripts
make -C /OpenROAD-flow-scripts/flow DESIGN_CONFIG=/design/flow/config.mk WORK_HOME=/design/flow/orfs finish
</file>
<file path="flow/config.mk">
export PLATFORM = sky130hd
export DESIGN_NAME = keypad_scanner
export DESIGN_NICKNAME = keypad_scanner
export VERILOG_FILES = /design/flow/design.v
export SDC_FILE = /design/flow/constraint.sdc
export NUM_CORES = 4
export LEC_CHECK = 1
export CORE_AREA = 10 10 81 81
export DIE_AREA = 0 0 91 91
</file>
<file path="flow/constraint.sdc">
current_design keypad_scanner

set clk_period 1.0
set clk_io_pct 0.2

create_clock -name clk0 -period $clk_period [get_ports {clk}]

set non_clock_inputs [all_inputs -no_clocks]
set_input_delay [expr $clk_period * $clk_io_pct] -clock clk0 $non_clock_inputs
set_output_delay [expr $clk_period * $clk_io_pct] -clock clk0 [all_outputs]
</file>
<file path="flow/design.v">
module keypad_scanner(
   input  logic clk,
   input  logic reset,
   input logic enable_scan,
   input  logic [3:0] row,
   output logic [3:0] col,
   output logic [3:0] row_stable,
   output logic [3:0] col_stable
);
 logic [1:0] counter;
 logic [3:0] intermediate_row, intermediate_col;
 always_ff @(posedge clk, negedge reset) begin
     if (reset == 0) counter <= 0;
     else 
		 if (enable_scan) begin
			counter <= counter + 1;
		 end else begin
			 counter <= 0;
		 end
 end
  always_comb begin
	  if (~enable_scan) begin
		  col = 4'b0000;
	  end else begin
		 case(counter)
			 2'b00: col = 4'b0001;  
			 2'b01: col = 4'b0010;
			 2'b10: col = 4'b0100;
			 2'b11: col = 4'b1000;
		 endcase
	  end
 end
 always_ff @(posedge clk, negedge reset) begin  
     if (!reset) begin
            intermediate_row <= 4'b0;
            row_stable       <= 4'b0;
			intermediate_col <= 4'b0;
            col_stable       <= 4'b0;
     end else begin
     		intermediate_row <= row;  
     		row_stable <= intermediate_row;  
			intermediate_col <= col;  
     		col_stable <= intermediate_col;
     end
 end
endmodule
</file>
==> metrics.log <==
[report] extracting results
INFO  metric post_synth_mux_area_share = 0
INFO  metric finalHoldViolCount = 0
INFO  metric yosys.area_share.aoi = 0
INFO  metric rsz0062_at_grt = yes
INFO  metric violated_checks = setup timing
INFO  metric cells_in_synth_stat_txt = 30
INFO  metric final_critical_path_setup_slack = -0.423 ns
INFO  metric critPathKind = reg -> out
INFO  metric clk_pin_slew = 0.06 ns
INFO  metric route.antenna.diode_count = 0
INFO  metric leakage = 0.451 nW
INFO  metric arrival = 1.22 ns
INFO  metric finalWirelength = 1.16 mm
INFO  metric timing.critical_path.slowest_cell_delay = 0.40 ns
INFO  metric layout_top_cells = 18 x sky130_fd_sc_hd__dfrtp_1, 6 x sky130_fd_sc_hd__clkdlybuf4s50_1, 6 x sky130_fd_sc_hd__clkbuf_2
INFO  metric dp.cells = 117
INFO  metric route.vias.total = 317
INFO  metric grt_pass1_vias = 374
INFO  metric tool_warnings = 30
INFO  metric vdd_drop_max = 0.000421 V
INFO  metric final.min_clock_period = 1.42 ns
INFO  metric synth-xor-area-share = 0
INFO  metric antenna_found_initial = 0
INFO  metric ys_seq_share = 0.822
INFO  metric timing.critical_path.cells = inv_2 -> buf_6 -> ha_4 -> and2_4 -> buf_2
INFO  metric post_synth_fa_ha_maj_area_fraction = 0.0913
INFO  metric power_density = 1580 nW/µm²
INFO  metric logic_area = 143 µm²
INFO  metric post_synth_area_from_yosys_stat = 548 µm²
INFO  metric cts_buffer_depth = 2
INFO  metric synthesized_netlist_cell_count = 30
INFO  metric cts-root-buf = sky130_fd_sc_hd__clkbuf_8
INFO  metric post_drt_via_cell_ratio = 2.48
INFO  metric detail-route-antenna-nets = 0
INFO  metric timing.max_slew.rel_slack = 0.863
INFO  metric floorplan_row_count = 25
INFO  metric die_height = 91 µm
INFO  metric i_o_pin_count = 19
INFO  metric count_of_cell_instances_traversed_by_the_critical_path = 5
INFO  metric worstMarginPinSlew = 0.205 ns
INFO  metric cts_htree_levels = 1
INFO  metric cts_tree = built
INFO  metric routed_wire_length_per_instance = 9.07 µm
INFO  metric synth_cell_types = 5
INFO  metric finalSetupTns = -1.77 ns
INFO  metric critical-path-top-delay-family = flip-flops
INFO  metric timing.critical_path.buf_inv = 3
INFO  metric fp_util = 0.114
INFO  metric cap_violations = 0
INFO  metric critPathRequiredTime = 0.80 ns
INFO  metric fp.dieW = 91 µm
INFO  metric die-area = 8280 µm²
INFO  metric yosys_warnings = 1
INFO  metric yosys_register_bits = 18
INFO  metric setup.worst_path.end_class = output pin
INFO  metric area_growth = 74.7%
INFO  metric worst_reg2reg_setup_slack = -0.09 ns
INFO  metric total_power = 1.52 mW
INFO  metric timing.clock.skew = 0.000348 ns
INFO  metric clock_latency = 0.24 ns
INFO  metric synthesis.area = 548 µm²
INFO  metric reg2regPathDepth = 4
INFO  metric globalRouteOverflowTotal = 0
INFO  metric critical-path-slowest-cell = sky130_fd_sc_hd__dfrtp_1
INFO  metric core_area = 4820 µm²
INFO  metric drtIter0Drc = 7
INFO  metric dp_hpwl = 895 µm
INFO  metric hold_removal_path_class = in -> async
INFO  metric sort_of_element_at_the_start_of_the_critical_path = register
INFO  metric report.final.setup_viol = 7
INFO  metric final_estimated_routing_congestion_in_global_placement = 0.622
INFO  metric cts_hold_repair.buffers = 0
INFO  metric critPathMaxFanout = 3
INFO  metric tally_of_buffers_added_on_design_ports = 18
INFO  metric grt_first_pass_wirelength = 1.86 mm
INFO  metric drv_slew = 0
INFO  metric final.fill_count = 533
INFO  metric tritoncts.num_buffers = 3
INFO  metric drc = 0
INFO  metric synth.avg_cell_area = 18.3 µm²
INFO  metric fin_crit_sh = 1.42
INFO  metric sequential_cell_area_in_the_final_layout = 450 µm²
INFO  metric status = finished, violations left
INFO  metric global_route.usage.total = 0.0273
INFO  metric synth_simple_gate_area_share = 0.0731
INFO  metric layoutNonFillerInstCount = 128
INFO  metric fmax = 703 MHz
INFO  metric lay_top_count = sky130_fd_sc_hd__dfrtp_1
INFO  metric netlist_logic_family_top = adder cells
INFO  metric numClockSinks = 18
INFO  metric drt_pass_1_iters = 2
INFO  metric drive_above_1_share = 0.607
INFO  metric grt_max_degree = 19
power by group:
group	total (mW)	switching [mW]	internal, mW
logic	0.163	0.0570	0.106
registers	0.789	0.0191	0.769
clock network	0.564	0.215	0.349
total	1.52	0.292	1.22
cells in the mapped netlist:
cell / count / area share
sky130_fd_sc_hd__dfrtp_1: 18 / 0.82
sky130_fd_sc_hd__and2_1: 5 / 0.057
sky130_fd_sc_hd__ha_1: 4 / 0.091
sky130_fd_sc_hd__inv_1: 2 / 0.014
sky130_fd_sc_hd__nor2b_2: 1 / 0.016
kinds of logic after synthesis:
family	count (synthesis)
flip-flops	18
AND/OR/NAND/NOR	6
adder cells (fa/ha/maj)	4
buffers and inverters	2
timing repair:
item | in CTS | in global routing
setup buffers | 7 | 0
pin swaps | 2 | 0
setup endpoints to repair | 13 | 14
hold endpoints to repair | 0 | 0
resized | 47 | 7
final cells by class:
| class | instances | share of cell area |
|---|---|---|
| multi-input combinational | 10 | 0.149 |
| inverter | 2 | 0.00784 |
| clock buffer | 4 | 0.0575 |
| sequential | 18 | 0.471 |
| tap | 67 | 0.0876 |
| timing repair buffer | 27 | 0.227 |
layer usage:
metal,GRT usage,up-vias,part of all wire
met5,0,-,0
met2,0.0418,10,0.47
met4,0.00783,0,0.010
li1,-,151,-
met3,0.0133,2,0.054
met1,0.0334,154,0.46
worst paths after layout:
kind / to / startpoint
worst max-delay path: col[2] / counter[0]$_DFF_PN0_
worst min-delay path: col_stable[3]$_DFF_PN0_ / reset
worst max register to register: intermediate_col[1]$_DFF_PN0_ / counter[0]$_DFF_PN0_
worst min register to register: row_stable[3]$_DFF_PN0_ / intermediate_row[3]$_DFF_PN0_
max in group asynchronous: intermediate_row[0]$_DFF_PN0_ / reset
min in group clk0: row_stable[3]$_DFF_PN0_ / intermediate_row[3]$_DFF_PN0_
per-stage QoR:
stage | utilization | setup slack, ns | hold slack [ns] | cell area [µm²]
finish | 0.199 | -0.423 | 0.288 | 957
global route | 0.199 | -0.468 | 0.299 | 957
CTS | 0.204 | -0.413 | 0.286 | 985
detailed placement | 0.174 | -0.601 | 0.335 | 840
global placement | 0.174 | -0.562 | 0.340 | 840
floorplan | - | 0.0428 | -0.0956 | 548
flip-flops by register name, summed over array words and instances, names as in the netlist:
signal            count
intermediate_row      4
row_stable            4
intermediate_col      4
col_stable            4
counter               2
Power and IR drop assume default switching activity.
