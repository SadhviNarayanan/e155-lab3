**/design/flow/design.v**
```verilog
module state_fsm(
   input  logic clk, reset,
   input  logic high,
   input  logic [3:0] row_stable,
   input  logic [3:0] col,
   input  logic [11:0] pressed_value,
   output logic [1:0] state, next_state,
   output logic [4:0] first, second,
   output logic allowed,
   output logic enable_delay,
   output logic reset2,
   output logic enable_scan,
   output logic [2:0] state_on
); 
 typedef enum logic [1:0] {SCAN, DEBOUNCE_WAIT, CAPTURE} state_t;
 state_t debounce_next_state;
 logic [4:0] first_reg, second_reg;
 logic [3:0] num_reg;
 logic [3:0] captured_row, captured_col;  
 logic captured_reg;
 assign first = first_reg;
 assign second = second_reg;
 always_ff @(posedge clk, negedge reset) begin
     if (reset == 0) begin
       state <= SCAN;
     end
     else state <= next_state;
 end
 always_ff @(posedge clk, negedge reset) begin
     if (reset == 0) begin
         first_reg <= 5'b11111;
         second_reg <= 5'b11111;
         num_reg <= 4'h0;
         captured_row <= 4'h0;
         captured_col <= 4'h0;
         captured_reg <= 1'b0;
		 debounce_next_state <= SCAN;
     end else begin
         if (state == SCAN && (row_stable != 0 && (row_stable & (row_stable - 1)) == 0)) begin
             num_reg <= pressed_value[3:0];
             captured_row <= pressed_value[11:8];
             captured_col <= pressed_value[7:4];
             captured_reg <= 1'b1;
			 debounce_next_state <= CAPTURE;
         end else if (state == CAPTURE && !captured_reg) begin
             second_reg <= first_reg;  
             first_reg <= num_reg;     
             captured_reg <= 1'b1;     
			 debounce_next_state <= SCAN;
         end else if (state == SCAN) begin
			 captured_reg <= 1'b1;
			 debounce_next_state <= CAPTURE;
		 end else if (state == DEBOUNCE_WAIT) begin
			 captured_reg <= 1'b0;
		 end else if (state == CAPTURE) begin
			 debounce_next_state <= SCAN;
			 captured_reg <= 1'b1;
		 end
     end
 end
 always_comb begin
     next_state = state;
     allowed = 1'b0;
     enable_delay = 1'b0;
     reset2 = 1'b1;  
     enable_scan = 1'b0;
	 state_on = 3'b000;
     case(state)
         SCAN: begin
             enable_scan = 1'b1;
             allowed = 1'b1;  
             reset2 = 1'b0;   
			 state_on = 3'b001;
             if (row_stable != 0 && (row_stable & (row_stable - 1)) == 0) begin  
                 next_state = DEBOUNCE_WAIT;
             end else begin
                 next_state = SCAN;
             end
         end
         DEBOUNCE_WAIT: begin
             allowed = 1'b0;
             enable_scan = 1'b0;  
             reset2 = 1'b1;       
             enable_delay = 1'b1;  
			 state_on = 3'b010;
             if (high) begin
				 state_on = 3'b111; 
                 next_state = debounce_next_state;  
             end else begin
                 next_state = DEBOUNCE_WAIT;
             end
         end
         CAPTURE: begin
             allowed = 1'b0;
             enable_scan = 1'b1;  
             enable_delay = 1'b0;
             reset2 = 1'b0;
			 state_on = 3'b100; 
             if ((col == captured_col) && ((row_stable & captured_row) == 4'b0000)) begin  
                 next_state = DEBOUNCE_WAIT;  
             end else begin
                 next_state = CAPTURE;  
             end
         end
     endcase
 end
endmodule
```
**/design/flow/run.sh**
```bash
#!/bin/bash
# OpenROAD 26Q1-2900-gdf79404cd8, Yosys 0.63+post, stock flow scripts
make -C /OpenROAD-flow-scripts/flow DESIGN_CONFIG=/design/flow/config.mk WORK_HOME=/design/flow/orfs finish
```
**/design/flow/config.mk**
```make
export PLATFORM = sky130hd
export DESIGN_NAME = state_fsm
export DESIGN_NICKNAME = state_fsm
export VERILOG_FILES = /design/flow/design.v
export SDC_FILE = /design/flow/constraint.sdc
export NUM_CORES = 4
export LEC_CHECK = 1
export CORE_UTILIZATION = 30
```
**/design/flow/constraint.sdc**
```tcl
current_design state_fsm

set clk_period 4.0
set clk_io_pct 0.2

create_clock -name clk0 -period $clk_period [get_ports {clk}]

set non_clock_inputs [all_inputs -no_clocks]
set_input_delay [expr $clk_period * $clk_io_pct] -clock clk0 $non_clock_inputs
set_output_delay [expr $clk_period * $clk_io_pct] -clock clk0 [all_outputs]
```
==> impl_metrics.tcl <==
# metrics dict for downstream scripts
set metrics [dict create \
    status "finished clean" \
    rsz0062_at_grt "false" \
    area_delta_synth_final_pct 42.8 \
    vias 766 \
    power_density_nw_per_um2 658 \
    ios 44 \
    maxCapViolCount 0 \
    setup_viol 0 \
    lay_top_cells "clkdlybuf4s50_1 (43), dfrtp_1 (16), mux2_2 (11)" \
    leakage_nw 0.700 \
    post-dp-hpwl_um 1550 \
    critical_path_class "in -> out" \
    antenna_found_initial 0 \
    cts_buffers 3 \
    ys_warn_count 1 \
    hp-class "reg -> reg" \
    ys_seq_share_pct 55.4 \
    grtUsageTotal_pct 11.0 \
    worstReg2RegStart "state[0]$_DFF_PN0_" \
    top_area_share_pct 33.5 \
    fin_util_pct 45.6 \
    rr_worst_depth 2 \
    synth_cells 83 \
    avgSynthCellArea_um2 14.4 \
    die_height_um 65.1 \
    crit_family "buffers and inverters" \
    worstPathArrival_ns 2.58 \
    fp.coreArea_um2 3740 \
    fp_util_pct 32.0 \
    timing.final.ws_setup_ns 0.616 \
    postCtsSetupBuffers 0 \
    grt-ovfl-total 0 \
    cp-start-kind "input port" \
    worst_slew_margin_rel_pct 46.6 \
    clock_latency_ns 0.26 \
    r2r_end "captured_col[3]$_DFFE_PN0P_" \
    grt_pass1_wl_um 3550 \
    clock_sinks 26 \
    lay_top_count "clkdlybuf4s50_1" \
    crit_top_cell "clkdlybuf4s50_1" \
    first_pass_iters 4 \
    area_leaders "dfrtp_1 (33%), dfstp_2 (22%), mux2_4 (13%)" \
    yosys_cells 83 \
    hold_end "debounce_next_state[1]$_DFFE_PN0P_" \
    fmax_ghz 0.296 \
    worstPathMaxFanout 4 \
    die_area_um2 4240 \
    hold_buffers 0 \
    gp_congestion 0.793 \
    min_period_ns 3.38 \
    min_from "debounce_next_state[1]$_DFFE_PN0P_" \
    cp_slowest_cell "clkdlybuf4s50_1" \
    hold_violations 0 \
    min_path_cells 1 \
    routed_wl_um 2070 \
    maxSlewViolCount 0 \
    clock_skew_ns 0.00560 \
    rows 22 \
    crit_chain "clkdlybuf4s50_1, a22oi_1, nand4_1, o31ai_1, o211a_1, clkdlybuf4s50_1" \
    postRouteAntennaNets 0 \
    warnings 25 \
    cts_resized 0 \
    port_buffers 43 \
    cts_tree "built" \
    finalCritPeriodShare_pct 84.6 \
    wire_per_inst_um 11.9 \
    clockBufferDepth 2 \
    end_kind "primary output" \
    worstPathRequired_ns 3.20 \
    grt_pass1_vias 773 \
    clk_pin_slew_ns 0.08 \
    cts.htree.levels 1 \
    synth_area_um2 1200 \
    remaining_drc_errors 0 \
    grt_max_degree 27 \
    peakVddDrop_mv 0.225 \
    drive_gt1_share_pct 32.5 \
    cp_num_buf_inv 2 \
    synthDistinctLibCells 25 \
    synth-area-yosys_um2 1200 \
    drtIter0Drc 36 \
    top_area_cell "dfrtp_1" \
    num_antenna_cells 0 \
    root_buffer "clkbuf_8" \
    setup_tns_ns 0 \
    ys_ff 26 \
    dpl_worst_slack_ns 0.612 \
    worst-slew-pin-transition_ns 0.799 \
    critPathMaxStageDelay_ns 0.49 \
    dieWidth_um 65.1 \
    vias_per_cell 4.40 \
    reg2reg_slack_ns 2.26 \
]
## worst register-to-register path, stage by stage (launching register included)
cell     delay, ns
dfrtp_1       0.50
nor3_4        0.72
mux2_2        0.41
## cell type report
| class | instances | area, um^2 |
|---|---|---|
| clock buffer | 4 | 55.1 |
| fill | 350 | 2040 |
| inverter | 2 | 7.51 |
| multi-input combinational | 50 | 484 |
| sequential | 26 | 663 |
| tap | 48 | 60.1 |
| timing repair buffer | 44 | 438 |
## cells by family (layout without fill, tap and decap cells)
logic type	after synthesis	count (layout)	share of synthesized area (%)
muxes	21	21	22.9
xor gates and xnor gates	5	5	3.66
buffers and inverters	7	50	4.08
and+or+nand+nor	15	15	8.26
AOI/OAI and AO/OA	9	9	5.65
DFF	26	26	55.4
## layer usage
metal | vias to the layer above | share of wire [%] | GRT usage [%]
met1 | 365 | 51 | 17.1
met2 | 26 | 44 | 16.9
met5 | - | 0 | 0
li1 | 373 | - | -
met3 | 2 | 4.3 | 1.58
met4 | 0 | 1.3 | 2.17
## report_power, final
part / internal (mW) / leakage, nW / switching [mW] / total, mW
clock network: 0.0878 / 0.0288 / 0.0744 / 0.162
logic: 0.345 / 0.376 / 0.110 / 0.455
registers: 0.411 / 0.295 / 0.0948 / 0.506
## synth_stat cells
library cell  count
nor4b_2           2
nor2_1            3
nor2_2            1
o31ai_1           1
a21o_1            1
nor2b_1           1
nand2_1           6
xnor2_1           2
inv_1             2
dfstp_2          10
buf_12            1
mux2_4           10
a211oi_2          1
mux2_2           11
dfrtp_1          16
buf_2             1
clkbuf_2          1
xor2_1            3
clkbuf_1          1
o211a_1           1
a21oi_1           3
a22oi_1           2
nor3_4            1
nand4_1           1
buf_4             1
## how the worst max path moves through the flow
stage | start | to | slack [ns] | cells after the start
CTS | row_stable[2] | next_state[0] | 0.60 | 6
global route | row_stable[2] | next_state[0] | 0.52 | 6
finish | row_stable[2] | next_state[0] | 0.62 | 6
## through the flow
stage	cells	instance area [um^2]	hold slack, ns	total power, mW
after floorplan	83	1200	0.454	0.728
after global placement	170	1650	0.470	0.968
after detailed placement	170	1650	0.470	0.970
after CTS	174	1710	0.491	1.14
after global routing	174	1710	0.511	1.21
final	174	1710	0.486	1.12
Power and IR drop assume default switching activity.
