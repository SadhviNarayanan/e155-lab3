## /design/flow/design.v

```verilog
module clock_divider #(parameter freq = 2000000)(
   input logic clk,
   input logic reset,
   input logic enable,
   output logic clk_signal,
   output logic high
);
 logic [23:0] counter;
 logic [23:0] freq_24_bits;
 always_ff @(posedge clk, negedge reset) begin
   if(reset == 0) begin  
       counter <= 0;
       clk_signal <= 0;
       high <= 0;
   end else if (enable) begin
       if (counter == freq) begin
           counter <= 0;
           clk_signal <= ~clk_signal;  
           high <= 1;
       end else begin
          counter <= counter + 1;
          high <= 0;
       end
   end else begin
	   counter <= 0;
	   high <= 0;
	end
 end
endmodule
```

## /design/flow/run.sh

```bash
#!/bin/bash
# OpenROAD 26Q1-2900-gdf79404cd8, Yosys 0.63+post, stock flow scripts
make -C /OpenROAD-flow-scripts/flow DESIGN_CONFIG=/design/flow/config.mk WORK_HOME=/design/flow/orfs finish
```

## /design/flow/config.mk

```make
export PLATFORM = sky130hd
export DESIGN_NAME = clock_divider
export DESIGN_NICKNAME = clock_divider
export VERILOG_FILES = /design/flow/design.v
export SDC_FILE = /design/flow/constraint.sdc
export NUM_CORES = 4
export LEC_CHECK = 1
export CORE_AREA = 10 10 92 92
export DIE_AREA = 0 0 102 102
```

## /design/flow/constraint.sdc

```tcl
current_design clock_divider

set clk_period 2.9
set clk_io_pct 0.2

create_clock -name clk0 -period $clk_period [get_ports {clk}]

set non_clock_inputs [all_inputs -no_clocks]
set_input_delay [expr $clk_period * $clk_io_pct] -clock clk0 $non_clock_inputs
set_output_delay [expr $clk_period * $clk_io_pct] -clock clk0 [all_outputs]
```

==> impl_metrics.json <==
{
  "run_status": "complete, no violations",
  "hold-path-cell-count": 1,
  "wl_per_cell_um": 12.7,
  "post_drt_via_cell_ratio": 4.81,
  "synth.avg_cell_area_sq_um": 9.74,
  "post-route-period-util": 0.705,
  "die_w_um": 102,
  "cts.repair.resized": 0,
  "setup_bufs_post_cts": 0,
  "max_slew_margin": 0.623,
  "synth.cell_area_sq_um": 1450,
  "log.warning_count": 26,
  "critical_path.startpoint_type": "flip-flop",
  "io_port_bufs": 4,
  "clkTransAtPathRegs_ns": 0.09,
  "clock-skew-final_ns": 0.00606,
  "ctsRootBufferMaster": "sky130_fd_sc_hd__clkbuf_8",
  "ys_sh_adder": 0.0172,
  "comb_area_sq_um": 722,
  "leakage_nw": 0.602,
  "synth-seq-area-share": 0.448,
  "worst-r2r-cell-count": 5,
  "period_minus_slack_ns": 2.04,
  "clock-sinks": 26,
  "share_of_cells_above_drive_strength_1": 0.100,
  "ctsHtreeMaxLevel": 1,
  "finalCoreUtilization": 0.248,
  "hold_path_class": "flip-flop to flip-flop",
  "clock_latency_ns": 0.27,
  "drt_pass1_iterations": 4,
  "core_util_floorplan": 0.225,
  "setup.reg_to_reg.worst_slack_ns": 0.86,
  "setup_viol_count_final": 0,
  "tritoncts": "built",
  "synth.top_cells.by_area": "sky130_fd_sc_hd__dfrtp_1, sky130_fd_sc_hd__xnor2_1, sky130_fd_sc_hd__nor2_1",
  "chipHeight_um": 102,
  "syn_inst": 149,
  "synth_top_cell_by_area": "sky130_fd_sc_hd__dfrtp_1",
  "pwr_density_cell_nw_per_um2": 398,
  "gp_routability_congestion": 0.859,
  "grt-ovfl-total": 0,
  "cts-root-to-sink-buffers": 2,
  "syn2layout_area_growth_pct": 10.3,
  "core_area_sq_um": 6460,
  "post_synth_and_or_nand_nor_area_fraction": 0.316,
  "fp.dieArea_sq_um": 10400,
  "grt_start_max_net_pins": 27,
  "cp_max_fo": 8,
  "rsz0062_at_grt": "false",
  "asyncSetResetFlopFracSynth": 1.00,
  "detailroute.via_count": 1091,
  "synth.mux.area_fraction": 0.0276,
  "post_synth_cell_types": 33,
  "number_of_global_route_vias_before_repair": 995,
  "route.detailed.drc": 0,
  "seqCellArea_sq_um": 651,
  "ios": 5,
  "synth.cellmix.xorXnorShare": 0.0905,
  "worst_hold_slack_ns": 0.476,
  "hpwl_um": 2000,
  "timing_worst_setup_path_type": "flip-flop to flip-flop",
  "holdBufCountCts": 0,
  "worst_r2r_startpoint": "counter[0]",
  "vdd_ir_drop_max_mv": 0.341,
  "initialDrtViolationCount": 95,
  "timing.final.hold_violations": 0,
  "yosys.stat.chipArea_sq_um": 1450,
  "numPlacedInstances": 223,
  "fill_cells": 683,
  "slew_violations": 0,
  "fin_total_pwr_mw": 0.638,
  "number_of_storage_elements_in_the_synthesis_netlist": 26,
  "fraction_of_post_synthesis_cell_area_in_the_top_cell_type_by_area": 0.448,
  "wire_length_of_the_first_global_routing_pass_um": 4980,
  "detail_route.antenna_diodes": 0,
  "ys_dominant_reg_cell": "sky130_fd_sc_hd__dfrtp_1",
  "worst_slew_pin_slew_ns": 0.562,
  "worstPathArrival_ns": 2.25,
  "min_to": "clk_signal",
  "finalNonFillerCells": 227,
  "placementRows": 29,
  "global_router_s_overall_resource_usage": 0.0577,
  "synth.comb.largest_family": "simple AND/OR/NAND/NOR gates",
  "clock_buffer_count_from_cts": 3,
  "ys_cells": 149,
  "min-delay-start": "clk_signal",
  "synth_compound_gate_area_share": 0.0466,
  "setup-tns-final_ns": 0,
  "worstSetupEndpointType": "flip-flop",
  "max-cap-violations": 0,
  "ant_nets": 0,
  "route.final.wire_length_um": 2880,
  "fmax_ghz": 0.489,
  "worstPathRequired_ns": 3.10,
  "edf_count": 0,
  "antenna_found_initial": 0,
  "yosys_warnings": 1,
  "worstReg2RegEnd": "counter[22]"
}
## critical path, cell delays in order, from the launching register on
cell and delay, ns:
sky130_fd_sc_hd__dfrtp_1 0.42, sky130_fd_sc_hd__ha_1 0.26, sky130_fd_sc_hd__nand4_2 0.18, sky130_fd_sc_hd__or4_1 0.64, sky130_fd_sc_hd__or3_1 0.34, sky130_fd_sc_hd__a21oi_1 0.14
## metal layers
metal / part of all wire / vias to the layer above / GRT usage
li1: - / 537 / -
met5: 0 / - / 0
met4: 0.0066 / 0 / 0.00325
met1: 0.52 / 536 / 0.0894
met2: 0.43 / 16 / 0.0830
met3: 0.042 / 2 / 0.0143
## final cells by class
class,instances,area share
well taps,77,0.0602
clock buffers,4,0.0344
repair buffers,6,0.0344
flip-flops and latches,26,0.406
inverters,6,0.0141
multi-input cells,108,0.451
## state kept, by name, summed over array words and instances (netlist names)
register and count:
high 1, counter 24, clk_signal 1
## cell usage in the layout (no fill, tap or decap), drive strengths merged
cell type / count
a21oi: 5
nor3b: 2
xor2: 4
nand2: 7
or3: 4
clkbuf: 4
a31oi: 2
nor4b: 5
clkdlybuf4s50: 4
and4: 2
mux2i: 4
nand4: 9
ha: 2
nor2: 18
xnor2: 11
inv: 6
nor4bb: 1
or4b: 3
nand3: 6
o21ai: 6
nor3: 6
and3: 3
nor4: 6
buf: 2
dfrtp: 26
or4: 2
## metrics by stage
step / instance area (sq um) / setup slack, ns
6_report: 1600 / 0.856
5_1_grt: 1600 / 0.651
4_1_cts: 1600 / 0.867
3_5_place_dp: 1550 / 0.879
3_3_place_gp: 1550 / 0.938
2_1_floorplan: 1450 / 0.999
## Yosys cell counts (2+ instances only)
cell	n
sky130_fd_sc_hd__a21oi_1	5
sky130_fd_sc_hd__a31oi_1	2
sky130_fd_sc_hd__and3_1	3
sky130_fd_sc_hd__buf_4	3
sky130_fd_sc_hd__clkbuf_1	2
sky130_fd_sc_hd__clkbuf_2	2
sky130_fd_sc_hd__dfrtp_1	26
sky130_fd_sc_hd__ha_1	2
sky130_fd_sc_hd__inv_1	6
sky130_fd_sc_hd__mux2i_1	4
sky130_fd_sc_hd__nand2_1	7
sky130_fd_sc_hd__nand3_1	5
sky130_fd_sc_hd__nand4_1	7
sky130_fd_sc_hd__nand4_2	2
sky130_fd_sc_hd__nor2_1	18
sky130_fd_sc_hd__nor3_1	6
sky130_fd_sc_hd__nor3b_1	2
sky130_fd_sc_hd__nor4_1	5
sky130_fd_sc_hd__nor4b_1	5
sky130_fd_sc_hd__o21ai_0	6
sky130_fd_sc_hd__or3_1	4
sky130_fd_sc_hd__or4b_2	3
sky130_fd_sc_hd__xnor2_1	11
sky130_fd_sc_hd__xor2_1	4
## logic make-up after synthesis
kind of cell / count (synthesis)
flops: 26
compound gates: 13
fa+ha+maj: 2
buf+inv: 15
mux: 4
simple gates: 74
xor+xnor: 15
## worst max-delay path by stage
stage,cells past startpoint,to,start,slack (ns)
CTS,5,counter[16],counter[0],0.87
finish,5,counter[22],counter[0],0.86
global route,5,counter[22],counter[0],0.65
## report_power, final
| group | total, mW | internal, mW | switching, mW |
|---|---|---|---|
| clock network | 0.235 | 0.121 | 0.114 |
| registers | 0.371 | 0.366 | 0.00514 |
| logic | 0.0320 | 0.0122 | 0.0197 |
